$ cat flow/config.mk
export PLATFORM = sky130hd
export DESIGN_NAME = LBP
export DESIGN_NICKNAME = LBP
export VERILOG_FILES = /design/flow/design.v
export SDC_FILE = /design/flow/constraint.sdc
export NUM_CORES = 4
export LEC_CHECK = 1
export CORE_UTILIZATION = 50
$ cat flow/constraint.sdc
current_design LBP

set clk_period 6.2
set clk_io_pct 0.2

create_clock -name clk0 -period $clk_period [get_ports {clk}]

set non_clock_inputs [all_inputs -no_clocks]
set_input_delay [expr $clk_period * $clk_io_pct] -clock clk0 $non_clock_inputs
set_output_delay [expr $clk_period * $clk_io_pct] -clock clk0 [all_outputs]
$ cat flow/design.v
`timescale 1ns/10ps
module LBP ( clk, reset, gray_addr, gray_req, gray_ready, gray_data, lbp_addr, lbp_valid, lbp_data, finish);
input   	clk;
input   	reset;
output reg [13:0] gray_addr;
output         	gray_req;
input   	gray_ready;
input   [7:0] 	gray_data;
output   [13:0] 	lbp_addr;
output  	lbp_valid;
output  [7:0] 	lbp_data;
output  	finish;
parameter IDLE=3'd0,
          READ_C=3'd1,
          OPERATION=3'd2,
          WRITE=3'd3,
          DONE=3'd4;
reg [2:0] state,n_state;
reg [2:0] counter,next_counter;
reg [6:0] row,col;
reg [6:0] next_row,next_col;
reg [7:0] center;
reg [7:0] psum,next_psum;
reg [7:0] bias;
wire store;
wire op;
wire [8:0] s;
wire [7:0] tmp;
assign store=(state==READ_C)?1'b1:1'b0;
assign op=(state==OPERATION)?1'b1:1'b0;
assign gray_req=(state==READ_C||state==OPERATION)?1'b1:1'b0;
assign lbp_valid=(state==WRITE)?1'b1:1'b0;
assign lbp_addr={row,7'd0}+col;  
assign lbp_data=(state==WRITE)?psum:8'd0;
assign finish=(state==DONE)?1'b1:1'b0;
assign s=gray_data-center;
assign tmp=(s[8])?8'd0:(1<<counter);
always@(posedge clk or posedge reset)begin
    if(reset)begin
        state<=IDLE;
    end
    else begin
        state<=n_state;
    end
end
always@(*)begin
    case(state)
        IDLE:begin
            if(gray_ready)begin
                n_state=READ_C;
            end
            else begin
                n_state=IDLE;
            end
        end
        READ_C:begin
            n_state=OPERATION;
        end
        OPERATION:begin
            if(counter==3'd7)begin
                n_state=WRITE;
            end
            else begin
                n_state<=OPERATION;
            end
        end
        WRITE:begin
            if(row==7'd126 && col==7'd126)begin
                n_state=DONE;
            end
            else begin
                n_state=READ_C;
            end
        end
        DONE:begin
            n_state=DONE;
        end
        default:begin
            n_state=IDLE;
        end
    endcase
end
always@(posedge clk or posedge reset)begin
    if(reset)begin
        row<=7'd1;
        col<=7'd1;
    end
    else if(lbp_valid)begin
        row<=next_row;
        col<=next_col;
    end
    else begin
    end
end
always@(*)begin
    if(lbp_valid)begin
        if(row==7'd126 && col==7'd126)begin
            next_row=row;
            next_col=col;
        end
        else if(col==7'd126)begin
            next_col=7'd1;
            next_row=row+7'd1;
        end
        else begin
            next_row=row;
            next_col=col+7'd1;
        end
    end
    else begin
        next_row=row;
        next_col=col;
    end
end
always@(posedge clk or posedge reset)begin
    if(reset)begin
        center<=8'd0;
    end
    else if(store)begin
        center<=gray_data;
    end
    else begin
    end
end
always@(posedge clk or posedge reset)begin
    if(reset)begin
        counter<=3'd0;
    end
    else if(op)begin
        counter<=next_counter;
    end
    else begin
        counter<=3'd0;
    end
end
always@(*)begin
    if(op)begin
        if(counter==3'd7)begin
            next_counter=3'd0;
        end
        else begin
            next_counter=counter+3'd1;
        end
    end
    else begin
        next_counter=counter;
    end
end
always@(*)begin
    if(state==OPERATION)begin
        if(counter<3'd4)begin
            gray_addr=lbp_addr-bias;
        end
        else begin
            gray_addr=lbp_addr+bias;
        end        
    end
    else begin
        gray_addr=lbp_addr;
    end
end
always@(*)begin
    case(counter)
        3'd0:bias=8'd129;
        3'd1:bias=8'd128;
        3'd2:bias=8'd127;
        3'd3:bias=8'd1;
        3'd4:bias=8'd1;
        3'd5:bias=8'd127;
        3'd6:bias=8'd128;
        3'd7:bias=8'd129;
        default:bias=8'd0;
    endcase
end
always@(posedge clk or posedge reset)begin
    if(reset)begin
        psum<=8'd0;
    end
    else if(op)begin
        psum<=next_psum;
    end
    else begin
        psum<=8'd0;
    end
end
always@(*)begin
    if(op)begin
        next_psum=psum+tmp;
    end
    else begin
        next_psum=psum;
    end
end
endmodule
$ cat flow/run.sh
#!/bin/bash
# OpenROAD 26Q1-2900-gdf79404cd8, Yosys 0.63+post, stock flow scripts
make -C /OpenROAD-flow-scripts/flow DESIGN_CONFIG=/design/flow/config.mk WORK_HOME=/design/flow/orfs finish
==> impl_summary.log <==
[report] extracting results
[metrics] Buffers on Ports: 49
[metrics] vias post-DR: about 2.5k
[metrics] FILL cells: between 400 and 500
[metrics] remaining global-route overflow: 0
[metrics] number of different library cells in the post-synthesis netlist: between 50 and 60
[metrics] via count normalized by instance count: 5.42
[metrics] RSZ-0062 raised after global routing: false
[metrics] synthesis-stage register bit count: 38
[metrics] end-of-flow core utilization: 0.650
[metrics] drc violations: 0
[metrics] clock latency reported for the late side of the worst-skew pair: roughly 0.29 ns
[metrics] # resized after CTS: 0
[metrics] most area-hungry cell type in the Yosys netlist: sky130_fd_sc_hd__dfrtp_1
[metrics] proportion of power drawn by flip-flops and latches: 0.509
[metrics] routability-driven placement congestion ratio: 0.846
[metrics] IR drop worst, VDD: 140 µV
[metrics] clock transition at the registers of the reported paths: around 0.08 ns
[metrics] final setup violation count: 0
[metrics] result of the run: completed
[metrics] post-layout minimum cycle time: 5.03 ns
[metrics] category of the critical setup timing path: flip-flop to primary output
[metrics] highest metal used: met4
[metrics] number of antenna violations at the first check in global routing: 0
[metrics] final WL: 6240 µm
[metrics] chip area in the Yosys report: 3000 µm²
[metrics] Routed met3 length: 164 µm
[metrics] yosys warns: 1
[metrics] global-route total usage across every layer: 0.222
[metrics] length in cells of the worst reg-to-reg path: 15
[metrics] Async SR Flop Fraction: 1.00
[metrics] number of inserted diodes: 0
[metrics] critical path capture point type: primary output
[metrics] Die Outline Area: 6320 µm²
[metrics] share of the synthesized area in the top cell type: 0.292
[metrics] crit start category: flip-flop
[metrics] Post-CTS Setup Bufs: 0
[metrics] WL per Instance: 13.4 µm
[metrics] sequential element share of the synthesized area: 0.318
[metrics] drt pass-1 iters: 4
[metrics] share of total power in the clock network: 0.409
[metrics] fraction of layout cells with a size suffix above 1: 0.0684
[metrics] half-perimeter wire length after placement: 4550 µm
[metrics] number of slew-limit violations in the final report: 0
[metrics] tally of nets with antenna violations remaining after routing: 0
[metrics] master cell of the clock root buffer: sky130_fd_sc_hd__clkbuf_8
[metrics] via count of the first global-routing pass: 2324
[metrics] leading cell types by total area after synthesis: sky130_fd_sc_hd__dfrtp_1 (29%), sky130_fd_sc_hd__ha_1 (15%), sky130_fd_sc_hd__o21ai_0 (6.0%)
[metrics] Synth Cell Area: around 3000 µm²
[metrics] combinational group share of total power: 0.081
[metrics] clock sink count: 38
[metrics] worst hold path type: flip-flop to flip-flop
[metrics] number of DRC markers after the initial detailed-route iteration: ~150
[metrics] most popular library cell in the synthesized design by count: sky130_fd_sc_hd__ha_1
[metrics] Die Height: roughly 79 µm
[metrics] internal power: about 0.00040 W
[metrics] Max H-tree Level: 2
[metrics] cell types with the highest counts after synthesis: sky130_fd_sc_hd__ha_1 (37), sky130_fd_sc_hd__o21ai_0 (36), sky130_fd_sc_hd__dfrtp_1 (35), sky130_fd_sc_hd__nand2_1 (35), sky130_fd_sc_hd__nor2_1 (28)
[metrics] Rel. slew slack: 0.478
[metrics] area growth from synthesis to layout: 22.1%
[metrics] Post-synth EDFFs: 0
[metrics] routed length on met1: 3130 µm
[metrics] first-pass GRT wire length: 10700 µm
[metrics] instance tally after logic synthesis: 344
[metrics] OpenROAD warning count: 32
[metrics] largest buffer count on any clock path: 2
[metrics] overall die width: 79.5 µm
[metrics] total power density per cell area: about 140 nW/µm²
[metrics] placement row count: 27
[metrics] leakage power total: ~1.7 nW
[metrics] area of the core region: around 5600 µm²
[metrics] Hold-fix buffers, CTS: 0
[metrics] net switching component of the power: 0.000115 W
[metrics] transition time at the pin with the least slew margin: just under 0.8 ns
[metrics] Max-Cap Viols: 0
[metrics] # IOs: 50
[metrics] highest attainable clock frequency: 199 MHz
[metrics] cell depth of the worst min-delay path: 1
[metrics] largest net degree at the start of global routing: 39
[metrics] arrival time reported for the critical path endpoint: ~3.8 ns
[metrics] number of cells in the yosys synthesis report: 344
[metrics] CTS Buf Count: 5
[metrics] pre-placement core utilization: 0.532
[metrics] Avg Inst Size Synth: 8.73 µm²
[metrics] count of final hold-check violations: 0
[metrics] routed wire length on met2: around 2900 µm
[metrics] clock tree from TritonCTS: yes
[metrics] Sum Neg Setup Slack: 0 ns
[metrics] worst path required time: 4.96 ns
[metrics] switching power share of the total: 0.225
[metrics] maximum net fanout on the critical path: 6
[metrics] post-layout period usage: 0.811
[metrics] maximum clock skew at final layout: roughly 0.0083 ns
[metrics] Dominant flop cell: sky130_fd_sc_hd__dfrtp_1
[cell type report]
cell class / count / area [µm²] / share of cell area
tap: 72 / 90.1 / 0.0246
timing repair buffer: 51 / 505 / 0.138
clock buffer: 7 / 76.3 / 0.0208
sequential: 38 / 955 / 0.260
multi-input combinational: 274 / 1920 / 0.523
clock inverter: 1 / 30.0 / 0.00819
inverter: 24 / 90.1 / 0.0246
[power by group through the flow]
stage	clock network, W	logic, W	registers [W]
4_1_cts	0.000216	0.0000420	0.000260
5_1_grt	0.000224	0.0000486	0.000261
6_report	0.000209	0.0000414	0.000260
[registers in the layout, indices dropped and copies added (netlist names)]
signal and count:
counter 3, center 8, state 5, psum 8, row 7, col 7
[cell families (layout without fill, tap and decap cells)]
logic type      after synthesis  in the layout  share of synthesized area
compound gates               90             90                      0.191
xor+xnor                     20             20                     0.0584
fa+ha+maj                    39             39                      0.168
buf+inv                      32             83                     0.0429
flops                        38             38                      0.318
mux                           8              8                     0.0292
simple gates                117            117                      0.193
[worst max-delay path, stage by stage (launching register included)]
cell	delay [ns]
sky130_fd_sc_hd__dfrtp_1	0.43
sky130_fd_sc_hd__inv_1	0.11
sky130_fd_sc_hd__ha_1	0.25
sky130_fd_sc_hd__or3_1	0.35
sky130_fd_sc_hd__nand2_1	0.21
sky130_fd_sc_hd__ha_1	0.32
sky130_fd_sc_hd__o21ai_0	0.21
sky130_fd_sc_hd__nor2_1	0.10
sky130_fd_sc_hd__o211ai_2	0.25
sky130_fd_sc_hd__a21boi_2	0.11
sky130_fd_sc_hd__or4_1	0.51
sky130_fd_sc_hd__a32o_1	0.26
sky130_fd_sc_hd__clkdlybuf4s50_1	0.39
[placed cells by master, fill, tap and decap left out, drive strengths merged, types with 6 or more instances in the layout]
cell type,count
and2,12
mux2,6
nand2,35
o21ai,36
nor2,29
xor2,9
a21oi,21
nor3,8
ha,37
nand2b,6
xnor2,11
nand3,8
inv,23
clkbuf,7
dfrtp,35
clkdlybuf4s50,49
[path summary, 6_finish.rpt]
kind,start,to,slack (ns)
setup / recovery,counter[1],gray_addr[13],1.17
hold / removal,state[1],state[1],0.47
setup reg to reg,center[1],psum[6],2.63
hold reg to reg,state[1],state[1],0.47
max in group asynchronous,reset,col[0],4.48
min in group asynchronous,reset,center[1],1.36
[metrics by stage]
stage               area [µm²]  hold slack, ns  worst slack, ns  total power [W]  instances
global route              3660           0.495            0.882         0.000533        467
floorplan                 3000           0.417             2.15         0.000291        344
CTS                       3660           0.477             1.15         0.000518        467
detailed placement        3560           0.458             1.39         0.000306        459
global placement          3560           0.459             1.43         0.000306        459
finish                    3660           0.473             1.17         0.000510        467
[routing by layer]
metal | global-route usage | vias up
met5 | 0 | -
met4 | 0.0182 | 0
met3 | 0.0232 | 5
met2 | 0.366 | 45
met1 | 0.341 | 1166
li1 | - | 1317
Power and IR drop assume default switching activity.
